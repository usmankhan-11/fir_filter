==> design.v <==
`timescale 1ns/1ps
module fir_filter #(
    parameter DATA_WIDTH = 16,
    parameter TAPS       = 8
)(
    input  wire                      clk,
    input  wire                      rst,
    input  wire [DATA_WIDTH-1:0]     s_axis_tdata,
    input  wire                      s_axis_tvalid,
    output wire                      s_axis_tready,   
    input  wire                      s_axis_tlast,
    output reg  [DATA_WIDTH-1:0]     m_axis_tdata,
    output reg                       m_axis_tvalid,
    input  wire                      m_axis_tready,   
    output reg                       m_axis_tlast
);
    reg signed [DATA_WIDTH-1:0] coeffs [0:TAPS-1];
    integer i;
    initial begin
        coeffs[0] = 16'd2;
        coeffs[1] = 16'd4;
        coeffs[2] = 16'd6;
        coeffs[3] = 16'd8;
        coeffs[4] = 16'd6;
        coeffs[5] = 16'd4;
        coeffs[6] = 16'd2;
        coeffs[7] = 16'd1;
    end
    reg signed [DATA_WIDTH-1:0] shift_reg [0:TAPS-1];
    reg signed [2*DATA_WIDTH-1:0] acc;
    reg flushing;   
    reg [$clog2(TAPS):0] flush_count;   
    assign s_axis_tready = 1;
    always @(posedge clk) begin
        if (rst) begin
            m_axis_tdata    <= 0;
            m_axis_tvalid   <= 0;
            m_axis_tlast    <= 0;
            flushing        <= 0;
            flush_count     <= 0;
            for (i = 0; i < TAPS; i = i + 1)
                shift_reg[i] <= 0;
        end else begin
            m_axis_tvalid <= 0;
            m_axis_tlast  <= 0;
            if (s_axis_tvalid && !flushing) begin
                for (i = TAPS-1; i > 0; i = i - 1)
                    shift_reg[i] <= shift_reg[i-1];
                shift_reg[0] <= s_axis_tdata;
                acc = 0;
                for (i = 0; i < TAPS; i = i + 1)
                    acc = acc + shift_reg[i] * coeffs[i];
                m_axis_tdata  <= acc[DATA_WIDTH-1:0];
                m_axis_tvalid <= 1;
                if (s_axis_tlast) begin
                    flushing    <= 1;
                    flush_count <= TAPS - 1;  
                end
            end 
            else if (flushing) begin
                for (i = TAPS-1; i > 0; i = i - 1)
                    shift_reg[i] <= shift_reg[i-1];
                shift_reg[0] <= 0;
                acc = 0;
                for (i = 0; i < TAPS; i = i + 1)
                    acc = acc + shift_reg[i] * coeffs[i];
                m_axis_tdata  <= acc[DATA_WIDTH-1:0];
                m_axis_tvalid <= 1;
                if (flush_count == 0) begin
                    m_axis_tlast <= 1;
                    flushing    <= 0;
                end else begin
                    flush_count <= flush_count - 1;
                end
            end
        end
    end
endmodule
==> constraint.sdc <==
current_design fir_filter

set clk_period 7.1
set clk_io_pct 0.2

create_clock -name clk0 -period $clk_period [get_ports {clk}]

set non_clock_inputs [all_inputs -no_clocks]
set_input_delay [expr $clk_period * $clk_io_pct] -clock clk0 $non_clock_inputs
set_output_delay [expr $clk_period * $clk_io_pct] -clock clk0 [all_outputs]
==> run.sh <==
#!/bin/bash
# OpenROAD 26Q1-2900-gdf79404cd8, Yosys 0.63+post, stock flow scripts
make -C /OpenROAD-flow-scripts/flow DESIGN_CONFIG=/design/flow/config.mk WORK_HOME=/design/flow/orfs finish
==> config.mk <==
export PLATFORM = sky130hd
export DESIGN_NAME = fir_filter
export DESIGN_NICKNAME = fir_filter
export VERILOG_FILES = /design/flow/design.v
export SDC_FILE = /design/flow/constraint.sdc
export NUM_CORES = 4
export LEC_CHECK = 1
export CORE_UTILIZATION = 30
==> flow_metrics.env <==
# source this file to load flow results
export IMPL_fp_util_pct=30.6
export IMPL_diodes=0
export IMPL_ir_drop_mv=0.155
export IMPL_cp_endpoint="m_axis_tdata[15]"
export IMPL_ys_area_mm2=0.0103
export IMPL_reg2reg_depth=22
export IMPL_wire_per_inst_um=12.6
export IMPL_via_per_inst=4.35
export IMPL_avgSynthCellArea_um2=9.04
export IMPL_cp_max_fo=4
export IMPL_arrival_ps=6720
export IMPL_final_setup_skew_ps=9.63
export IMPL_synthXorXnorAreaFrac_pct=3.31
export IMPL_fa_ha_area_share_pct=37.9
export IMPL_critPathLaunch="shift_reg[4][6]"
export IMPL_h_tree_depth=4
export IMPL_ys_warn_count=2
export IMPL_grt_pass1_wl_um=34400
export IMPL_synth_distinct_cells=39
export IMPL_drive_above_1_share_pct=3.86
export IMPL_cts_setup_buffers=0
export IMPL_drv_slew=0
export IMPL_nFillCells=3353
export IMPL_ys_sh_aoi_pct=8.44
export IMPL_root_buffer="clkbuf_16"
export IMPL_layout_area_overhead_vs_synth_pct=13.4
export IMPL_ant_nets=0
export IMPL_muxShareOfSynthArea_pct=1.55
export IMPL_pre_cts_slack_ps=727
export IMPL_crit_type="reg2reg"
export IMPL_finish_utilization_pct=34.7
export IMPL_vias=7018
export IMPL_grt_setup_unrepaired="no"
export IMPL_startpoint_type="register"
export IMPL_max_cap_viol_count=0
export IMPL_critPathCaptureType="register"
export IMPL_grt_pass1_vias=6819
export IMPL_finalHoldViolCount=0
export IMPL_worst_slack_ps=720
export IMPL_busiest_layer="met2"
export IMPL_insertion_delay_ps=420
export IMPL_logic_area_mm2=0.00648
export IMPL_route_detailed_drc=0
export IMPL_worstMarginPinSlew_ps=741
export IMPL_hold_buffers=0
export IMPL_cts_resized=0
export IMPL_synthFlopType="dfxtp_1"
export IMPL_io_buffers=37
export IMPL_fin_crit_sh_pct=89.9
export IMPL_cts_clk_slew_worst_paths_ps=70
export IMPL_ys_cells=1141
export IMPL_seq_area_mm2=0.00302
export IMPL_gr_usage_met1_pct=18.2
export IMPL_dr_first_iter_drc_count=356
export IMPL_fmax_mhz=157
export IMPL_async_reset_ff_share_pct=0
export IMPL_cp_required_ps=7440
export IMPL_firstDrtPassIters=4
export IMPL_synthTopLogicFamily="adder cells"
export IMPL_rows=67
export IMPL_hold_class="reg2reg"
export IMPL_cts_tree="done"
export IMPL_core_area_mm2=0.0337
export IMPL_ios=40
export IMPL_die_area_mm2=0.0351
export IMPL_grt_start_max_net_pins=133
export IMPL_r2r_setup_slack_ps=720
export IMPL_dp_hpwl_um=14600
export IMPL_p_leak_nw=5.50
export IMPL_r2r_start="shift_reg[4][6]"
export IMPL_cts_path_max_buffers=2
export IMPL_simple_gate_area_share_pct=11.5
export IMPL_gp_congestion=0.843
export IMPL_grtUsageMet3_pct=1.99
export IMPL_r2r_end="m_axis_tdata[15]"
export IMPL_synth_area_mm2=0.0103
export IMPL_track_usage_pct=12.5
export IMPL_chipWidth_um=187
export IMPL_timing_hold_ws_ps=450
export IMPL_numCtsBuffers=17
export IMPL_largest_register_ff_count=128
export IMPL_fin_setup_tns_ps=0
export IMPL_numClockSinks=151
export IMPL_synth_edff_count=0
export IMPL_min_period_ps=6380
export IMPL_antenna_found_initial=0
export IMPL_wl_um=20300
export IMPL_grt_util_met2_pct=20.8
export IMPL_p_per_area_mw_per_mm2=172
export IMPL_synth_flops=151
export IMPL_synth_seq_share_pct=29.3
export IMPL_syn_inst=1141
export IMPL_maxSlewHeadroom_pct=50.6
export IMPL_status="complete, no violations"
export IMPL_overflow=0
export IMPL_setup_violations=0
export IMPL_p_total_mw=2.01
export IMPL_die_y_um=187
export IMPL_warnings=31
## how the worst min path moves through the flow
| stage | depth (start not counted) | end | slack (ps) | startpoint |
|---|---|---|---|---|
| after CTS | 2 | m_axis_tdata[6] | 450 | m_axis_tdata[6] |
| final | 2 | m_axis_tdata[6] | 450 | m_axis_tdata[6] |
| after global routing | 2 | shift_reg[7][0] | 470 | shift_reg[7][0] |
## cell families after synthesis
group                      after synthesis
adders and majority gates              259
AOI/OAI and AO/OA                      158
buffers and inverters                  219
DFF                                    151
xor gates and xnor gates                39
muxes                                   16
other                                    1
and+or+nand+nor                        298
## stage by stage
stage          cells  area, µm²
3_3_place_gp    1583      11100
6_report        1615      11700
2_1_floorplan   1141      10300
3_5_place_dp    1583      11100
4_1_cts         1615      11700
5_1_grt         1615      11700
## per-layer routing
layer | part of all wire, % | vias to the layer above
met5 | 0 | -
met4 | 1.1 | 0
met3 | 3.0 | 11
met2 | 50 | 58
met1 | 46 | 3305
li1 | - | 3644
## cells in the final DEF, fill, tap and decap left out, types with 2 or more instances in the layout
cell type	Yosys	layout
nand2_1	247	247
nor3_1	4	4
nor2_1	27	26
o21a_1	3	3
clkinvlp_4	0	4
nand4b_1	3	3
inv_1	171	171
inv_6	0	5
dfxtp_1	151	151
and2_1	3	3
clkdlybuf4s50_1	0	36
ha_1	170	170
fa_1	89	89
clkbuf_16	0	17
clkinv_4	0	2
xor2_1	10	10
xnor2_1	29	29
mux2i_1	16	16
nand3_1	3	3
buf_4	1	5
o21bai_1	2	2
nand3b_1	2	2
or4_1	3	3
o21ai_0	4	4
a211oi_1	3	3
a21o_1	6	6
a21oi_1	131	131
## synthesized netlist by cell type, types with 2 or more instances
master	n	area share (%)
buf_1	2	0.073
o21ai_0	4	0.19
dfxtp_1	151	29
clkbuf_1	45	1.6
or2_2	2	0.12
o21bai_1	2	0.15
xnor2_1	29	2.5
nand2_1	247	9.0
a21o_1	6	0.44
ha_1	170	21
a211oi_1	3	0.22
fa_1	89	17
nand3b_1	2	0.15
a21oi_1	131	6.4
nor3_1	4	0.19
or4_1	3	0.22
nand4b_1	3	0.25
xor2_1	10	0.85
and2_1	3	0.18
nand3_1	3	0.15
inv_1	171	6.2
mux2i_1	16	1.6
nor2_1	27	0.98
o21a_1	3	0.22
## layout make-up
class	instances	share of cell area (%)
clock buffer	18	3.75
clock inverter	14	1.18
inverter	171	5.49
multi-input combinational	771	55.4
sequential	151	25.8
tap	448	4.79
timing repair buffer	42	3.57
## report_power, final
part	switching, mW	leakage, nW	internal (mW)
Combinational	0.135	4.00	0.0912
Sequential	0.0204	1.22	0.870
Clock	0.391	0.272	0.500
## worst max-delay path, cell delays in order, from the launching register on
cell      delay (ps)
dfxtp_1          390
ha_1             260
ha_1             190
ha_1             270
ha_1             290
ha_1             280
inv_1             50
fa_1             490
inv_1             50
fa_1             480
fa_1             520
fa_1             540
inv_1             50
fa_1             520
inv_1             40
ha_1             340
a21o_1           190
a21oi_2          190
o211ai_2         120
a21o_1           200
o311a_1          300
or3_1            300
a311oi_1         250
Power and IR drop assume default switching activity.
